==> design/flow/design.v <==
`timescale 1ns / 1ps
module alu(
    input [15:0] a, b,
    input [3:0] f,
    input qc,
    output reg [15:0] y,
    output reg carry, overflow, 
    output negative, zero
    );
    wire cprime;
    wire [15:0] bprime;
    reg [16:0] sum;
    assign cprime = ((f == 4'b0011) | (f == 4'b0100)) ? qc : f[0];
    assign bprime = (f[2] ^ f[1]) ? ((f[1] ? b : ~b) + cprime) : 
        (f[0] ? 16'b1 : 16'hffff);
    always @(*) begin   
        carry = 0;
        overflow = 0;
        sum = 16'b0;      
        case (f)
            4'h0, 4'h7: y = a;
            4'h1, 4'h2, 4'h3, 4'h4, 4'h5, 4'h6: begin
                y = a + bprime;
                sum = {1'b0, a} + {1'b0, bprime};
                carry = sum[16];
                overflow = a[15] ^ bprime[15] ^ y[15] ^ carry;
            end
            4'h8: y = a & b;
            4'h9: y = a | b;
            4'ha: y = a ^ b;
            4'hb: y = ~a;
            4'hc: y = b;
            4'hd: begin  
                y = {1'b0, b[15:1]};
                carry = b[0]; 
            end 
            4'he: begin  
                y = {b[14:0], 1'b0};
                carry = b[15];
            end
            default: y = 16'bxxxxxxxxxxxxxxxx;
        endcase        
    end
    assign zero = (y == 16'b0); 
    assign negative = y[15];
endmodule
==> design/flow/run.sh <==
#!/bin/bash
# OpenROAD 26Q1-2900-gdf79404cd8, Yosys 0.63+post, stock flow scripts
make -C /OpenROAD-flow-scripts/flow DESIGN_CONFIG=/design/flow/config.mk WORK_HOME=/design/flow/orfs finish
==> design/flow/config.mk <==
export PLATFORM = sky130hd
export DESIGN_NAME = alu
export DESIGN_NICKNAME = alu
export VERILOG_FILES = /design/flow/design.v
export SDC_FILE = /design/flow/constraint.sdc
export NUM_CORES = 4
export LEC_CHECK = 1
export CORE_UTILIZATION = 40
==> design/flow/constraint.sdc <==
current_design alu

set clk_period 15.5
set clk_io_pct 0.2

create_clock -name clk0 -period $clk_period

set non_clock_inputs [all_inputs -no_clocks]
set_input_delay [expr $clk_period * $clk_io_pct] -clock clk0 $non_clock_inputs
set_output_delay [expr $clk_period * $clk_io_pct] -clock clk0 [all_outputs]
==> results.txt <==
Die height - 95.3 microns
Crit path max-delay family - AND-OR/OR-AND gates
Post-synthesis average cell area - 6.54 sq um
Yosys Instances - 533
Critical path arrival - 8.56 ns
Worst path depth - 22
Setup TNS - 0 ns
Critical path class - in2out
Psw - 85.6 uW
GRT Residual Overflow - 0
Clock power share - 0%
Layout cells sized above 1 - 5.14%
DIE AREA - 9090 sq um
Iteration tally of the first detailed-router pass - 7
Post-CTS Setup Repair Bufs - 0
Global Route Usage Sum - 28.7%
Hold Startpoint - a[8]
I/O pin total - 57
Crit start category - primary input
RSZ-0062 raised after global routing - no
Tcrit/Tclk final - 75.2%
Final GP Congestion - 0.947
Post-Place Cells - 669
Endpoints failing setup - 0
DP Wirelength - 9.64 mm
Overall Power - 159 uW
Area grow syn2layout - 17.2%
WP data required - 12.40 ns
Die width - 95.3 microns
# DRC - 0
Slew headroom - 48.6%
Synthesized chip area reported by yosys - 3480 sq um
Largest net degree at the start of global routing - 65
Gate power share - 100.0%
Initial antenna violation count - 0
Max cap viols - 0
Fp util - 41.8%
WL final - 12.6 mm
Sequential cell fraction of total power - 0%
First-pass GRT wire length - 19.9 mm
Vias per std cell - 6.32
Max-slew violations - 0
Seq. cell area - 0 sq um
Synth warn - 1
Leak - 0.00172 uW
Top cell by count, worst path - o21ai_0
FMAX - 0.0858 GHz
Worst hold path type - in2out
Buffers & Inverters on Critical Path - 4
Hold WS - 7.34 ns
Number of core rows - 33
Final hold violation count - 0
Worst Path Max Fanout - 35
Cell Chain, Critical Path - clkdlybuf4s50_1, buf_4, inv_1, a31oi_1, o21ai_0, ha_1, ha_1, o21ai_0, xnor2_1, o21ai_0, nand2_1, o21ai_0, ha_1, and3_1, a22o_1, o221ai_1, o21a_1, mux2i_1, o311ai_0, a2111o_1, nor3_2, clkdlybuf4s50_1
Final Critical Period - 11.66 ns
Log Warnings - 48
CLK BUF - 0
Slowest CP cell - clkdlybuf4s50_1
DR WL/cell - 18.9 microns
Post-CTS sizing - 0
CORE AREA - 8340 sq um
Worst setup path end - zero
Flop count - 0
Vias in the first global route - 3636
Internal power - 73.1 uW
PD cells - 38.9 nW/um^2
# diodes - 0
Synth Instances - 533
Outcome - finished, final reports clean
Sw Ratio - 53.9%
Max IR drop VDD - 0.0000158 V
Antenna Violating Nets Remaining - 0
Yosys cell types - 66
CP startpoint - f[3]
Port buffer count - 57
Actual transition at the worst max-transition pin - 0.764 ns
Max incr delay on CP - 0.48 ns
Crit. End Element - output pin
Netlist Area Pre-Place - 3480 sq um
Synth Seq Share - 0%
Vias - 4229
Post-Layout Cell Count - 669
Initial DRC Count - 365
Hold buffer count at CTS - 0
-- Yosys cell counts (all sizes together) (2+ instances only) --
master / instances / area [sq um]
ha: 50 / 626
nand2: 50 / 190
inv: 46 / 173
a21oi: 44 / 224
o21ai: 43 / 215
nor2: 32 / 120
buf: 23 / 120
nor3: 23 / 120
xnor2: 19 / 166
nand3: 15 / 75.1
o22ai: 15 / 100
clkbuf: 13 / 48.8
a21o: 10 / 75.1
a221oi: 9 / 78.8
a22oi: 8 / 60.1
and2: 8 / 50.1
mux2i: 8 / 80.1
a31oi: 7 / 43.8
nand2b: 7 / 43.8
nor2b: 7 / 51.3
o21a: 7 / 52.6
a211oi: 6 / 45.0
o221ai: 6 / 52.6
a32oi: 5 / 43.8
nand3b: 5 / 37.5
or3: 5 / 31.3
a221o: 4 / 40.0
nor4: 4 / 40.0
o211ai: 4 / 30.0
or2: 4 / 25.0
and3: 3 / 18.8
mux2: 3 / 33.8
nand4: 3 / 18.8
o21bai: 3 / 22.5
o311ai: 3 / 26.3
a2111oi: 2 / 17.5
a21boi: 2 / 15.0
a311oi: 2 / 17.5
a31o: 2 / 17.5
a32o: 2 / 20.0
o2111ai: 2 / 17.5
o2bb2ai: 2 / 17.5
o31ai: 2 / 15.0
o32a: 2 / 20.0
-- placed cells by master, fill, tap and decap left out, types with 5 or more instances in the layout --
cell type | Yosys | final
ha_1 | 50 | 50
or3_1 | 5 | 5
a32oi_1 | 5 | 5
nor3_1 | 22 | 22
nand3b_1 | 5 | 5
a21oi_1 | 43 | 43
a221oi_1 | 9 | 9
xnor2_1 | 19 | 19
mux2i_1 | 8 | 8
o221ai_1 | 6 | 6
nor2_1 | 32 | 32
clkdlybuf4s50_1 | 0 | 55
inv_1 | 46 | 46
nor2b_1 | 6 | 6
nand3_1 | 15 | 15
buf_4 | 3 | 10
nand2_1 | 49 | 49
a31oi_1 | 7 | 7
o21ai_0 | 43 | 43
nand2b_1 | 7 | 7
o21a_1 | 7 | 7
and2_1 | 8 | 8
a211oi_1 | 6 | 6
a21o_1 | 10 | 10
o22ai_1 | 14 | 14
a22oi_1 | 8 | 8
-- worst min path at each step --
stage         endpoint  slack [ns]  depth (start not counted)
finish            y[8]        7.34                          4
global route      y[1]        7.39                          3
CTS               y[8]        7.35                          4
-- per-stage QoR --
stage	setup slack [ns]	utilization [%]	area [sq um]
2_1_floorplan	5.23	-	3480
4_1_cts	3.88	48.9	4080
6_report	3.84	48.9	4080
5_1_grt	3.34	48.9	4080
3_5_place_dp	3.91	48.9	4080
3_3_place_gp	4.04	48.9	4080
-- cell families after synthesis --
kind of cell               synth area share [%]
AOI/OAI and AO/OA                          38.6
buffers and inverters                      9.81
xor gates and xnor gates                   4.78
muxes                                      3.92
adders and majority gates                  18.5
and+or+nand+nor                            24.3
-- power by group through the flow --
| stage | Sequential (uW) | Clock, uW | Combinational [uW] |
|---|---|---|---|
| finish | 0 | 0 | 159 |
| global route | 0 | 0 | 175 |
| CTS | 0 | 0 | 157 |
-- area by class of cell --
cell class,count,area (sq um)
tap,105,131
multi-input combinational,451,3140
inverter,46,173
fill,860,4260
timing repair buffer,67,636
-- routing by layer --
metal | part of all wire, % | track usage (%)
met5 | 0 | 0
met4 | 1.4 | 4.42
met3 | 8.9 | 4.70
met2 | 43 | 42.6
met1 | 47 | 44.1
Power figures rest on the tool's default switching activity, not on a simulated workload.
