--- constraint.sdc ---
current_design flopr

set clk_period 1.0
set clk_io_pct 0.2

create_clock -name clk0 -period $clk_period [get_ports {clk}]

set non_clock_inputs [all_inputs -no_clocks]
set_input_delay [expr $clk_period * $clk_io_pct] -clock clk0 $non_clock_inputs
set_output_delay [expr $clk_period * $clk_io_pct] -clock clk0 [all_outputs]
--- config.mk ---
export PLATFORM = sky130hd
export DESIGN_NAME = flopr
export DESIGN_NICKNAME = flopr
export VERILOG_FILES = /design/flow/design.v
export SDC_FILE = /design/flow/constraint.sdc
export NUM_CORES = 4
export LEC_CHECK = 1
export CORE_AREA = 10 10 106 106
export DIE_AREA = 0 0 116 116
--- design.v ---
`timescale 1ns / 1ps
module flopr #(parameter WIDTH = 32) (
    input clk,
    input reset,
    input [WIDTH-1:0] din,
    output reg [WIDTH-1:0] q
    );
    always @(posedge clk, posedge reset)
        if (reset)
            q <= 0;
        else
            q <= din;
endmodule
--- run.sh ---
#!/bin/bash
# OpenROAD 26Q1-2900-gdf79404cd8, Yosys 0.63+post, stock flow scripts
make -C /OpenROAD-flow-scripts/flow DESIGN_CONFIG=/design/flow/config.mk WORK_HOME=/design/flow/orfs finish
==> run notes <==
Synthesis and PnR results.

- The area of the multi-input gates reads 0 sq um.
- The count of warnings emitted by yosys is 1.
- The kind of start point of the critical path is a flip-flop.
- The data required time of the worst path is 0.80 ns.
- The report lists the cells along the critical path as buf_2.
- The total routing resource utilization after global routing is 0.0389.
- The starting density of the core reads 0.0909.
- The CTS root buffer is sky130_fd_sc_hd__clkbuf_8.
- The largest driver fanout on the critical path is 1.
- The final-layout fill cell count reads 987.
- The proportion of synthesized flip-flops having asynchronous set or reset is 1.00.
- The wire length of the first global-routing pass is 4.00 mm.
- The critical path start-end classification is flip-flop to output pin.
- For this block, the via count after detailed routing is 550.
- The worst setup slack after layout is 0.0329 ns.
- The area of the core region is 8850 sq um.
- The post-route worst hold slack is 0.290 ns.
- The number of global-route vias before repair reads 654.
- The normalized max-slew margin is 0.905.
- The die extent in y is 116 um.
- Per the summary, power density relative to cell area is 1670 nW/um^2.
- Adding up every negative setup slack in the final design gives 0 ns.
- The slew at the pin closest to its max-slew limit reads 0.142 ns.
- The flow ran to the end, and the final reports show no timing, DRC or antenna violations.
- The max capacitance violation total is 0.
- In this run the full chip footprint comes out at 13500 sq um.
- In the final layout, the share of cells above drive strength 1 is 0.370.
- The starting DRC count in detailed routing reads 10.
- The maximum single-stage delay on the critical path reads 0.38 ns.
- Yosys instantiated no cell more often than sky130_fd_sc_hd__dfrtp_1.
- The clock transition at the register clock pins on the worst setup and hold paths after CTS reads 0.07 ns.
- The number of warning messages in the logs reads 26.
- Counting instances in the post-synthesis netlist gives the leading cell types as sky130_fd_sc_hd__dfrtp_1 (32), sky130_fd_sc_hd__inv_1 (1).
- The type of the tightest min-delay check is primary input to async pin.
- The global placer's final weighted congestion reads 0.665.
- The number of buffers and inverters on the critical path reads 1.
- The per-instance average area after synthesis reads 24.4 sq um.
- The largest registers in the layout are q: 32 flops.
- The worst ir drop on vdd is 0.572 mV.
- The final global-route overflow total reads 0.
- OpenSTA, run right after detailed placement, puts the worst setup slack at -0.0192 ns.
- The final routed wire length divided by cell count reads 12.7 um.
- The width of the die is 116 um.
- The number of flip-flops in the largest register reads 32.
- The synthesized design contains 32 register bits.
- The type of destination of the critical path is an output pin.
- On the critical path, the stage with the largest delay is an instance of sky130_fd_sc_hd__dfrtp_1.
- The total number of H-tree levels reads 2.
- The area overhead of the layout relative to synthesis reads 92.4%.
- The upper clock frequency limit reads 1030 MHz.
- The final core area utilization is 0.175.
- The netlist uses 2 different library cells.
- Buffers added to address setup during post-CTS repair amount to 0.
- The cell type that accounts for the most area after synthesis is sky130_fd_sc_hd__dfrtp_1.
- The number of buffers on the longest clock path is 2.
- The first-pass iteration count of the detailed router is 2.
- Sorting the synthesized cells by area gives the leading types as sky130_fd_sc_hd__dfrtp_1 (100%), sky130_fd_sc_hd__inv_1 (0.47%).
- The area share of the leading cell type in the synthesized netlist reads 0.995.
- The final timing summary puts the cycle share of the worst path at 0.967.
- On the critical path the largest part of the delay comes from flip-flops.
- The largest net degree at the start of global routing is 26.
- The number of antenna violations at the first check in global routing came to 0.
- In this run, CTS created clock tree buffers numbering 5.
- The number of sinks on the clock net is 32.
- The post-synthesis instance area is 805 sq um.
- In this run the core area contains 34 standard-cell rows.
- The arrival time at the worst endpoint reads 0.77 ns.
- TritonRoute reported its final design rule violation total as 0.
- The proportion of synthesized chip area in sequential cells reads 0.995.
- Setup repair after global routing could not meet its margin everywhere.
- The final wirelength is 2.75 mm.
- Max-slew check failures listed in the final report amount to 0.
- The synthesized chip area reported by yosys is 805 sq um.
- The instance count of the mapped netlist reads 33.
- For the finished layout, the period the worst path requires is 0.967 ns.
- Hold-check failures listed in the final report amount to 0.
- For this run, combinational gates with multiple inputs come to 0.
- In this run the count of I/O pins placed on the die edge is 66.
- TritonCTS built the clock tree.
- Per the synth stats, the flop cell with the highest instance count is sky130_fd_sc_hd__dfrtp_1.
- The via count normalized by instance count reads 2.55.
- The leakage power summed over all cells is 0.693 nW.
- The number of nets with antenna violations after detailed routing reads 0.
- The number of port buffers reads 65.
- The most critical setup path has its startpoint at q[17].
- The number of cells in the yosys synthesis report reads 33.
- The number of enable flip-flop cells reads 0.
- The number of failing setup endpoints in the final timing report reads 0.
- The register bank with the most flops is q.
- The number of diodes added for antenna fixing is 0.
what timing repair did:
item / in CTS / in global routing
resized: 101 / 0
endpoints found under the setup margin: 32 / 2
hold buffers: 0 / 0
pin swaps: 0 / 0
through the flow:
| step | total power, W | std cells | area [sq um] |
|---|---|---|---|
| after floorplan | 0.00140 | 33 | 805 |
| after global placement | 0.00170 | 208 | 1620 |
| after detailed placement | 0.00170 | 208 | 1620 |
| after CTS | 0.00265 | 216 | 1550 |
| after global routing | 0.00273 | 216 | 1550 |
| final | 0.00258 | 216 | 1550 |
report_power, final:
group,leakage (nW),internal [W],switching (W)
clock network,0.0455,0.000560,0.000420
registers,0.373,0.00136,0.0000137
logic,0.275,0.000164,0.0000612
total,0.693,0.00208,0.000494
placed cells by master, fill, tap and decap left out:
cell type                         count
sky130_fd_sc_hd__inv_1                1
sky130_fd_sc_hd__clkbuf_8             6
sky130_fd_sc_hd__clkdlybuf4s50_1     33
sky130_fd_sc_hd__clkbuf_1             2
sky130_fd_sc_hd__buf_4                1
sky130_fd_sc_hd__buf_2               32
sky130_fd_sc_hd__buf_12               1
sky130_fd_sc_hd__dfrtp_1             32
path summary, 6_finish.rpt:
check / to / slack (ns) / depth (start not counted)
worst max-delay path: q[17] / 0.03 / 1
worst min-delay path: q[11] / 0.29 / 3
max in group asynchronous: q[10] / 0.55 / 3
min in group clk0: q[29] / 0.36 / 1
cells by family (layout without fill, tap and decap cells):
kind of cell / after synthesis / after routing / synth area share
flops: 32 / 32 / 0.995
buf+inv: 1 / 76 / 0.00466
routing by layer:
layer | routed length (um) | track usage | up-vias
li1 | - | - | 246
met1 | 1120 | 0.0469 | 251
met2 | 1110 | 0.0550 | 53
met3 | 516 | 0.0319 | 0
met4 | 0 | 0.00334 | 0
met5 | 0 | 0 | -
layout make-up:
class,instances,area (sq um),share of cell area
Sequential cell,32,801,0.517
Timing Repair Buffer,67,518,0.335
Inverter,1,3.75,0.00243
Tap cell,108,135,0.0873
Clock buffer,8,90.1,0.0582
No activity file was given, so power comes from the tool's default toggle rates.
