[design/flow/design.v]
`timescale 1ns / 1ps
module seven_seg(
    input [15:0] data,
    input clk,
    input reset,
    output reg [6:0] g_to_a,
    output reg [3:0] an,
    output wire dp 
    );
    reg [1:0] s;	 
    reg [7:0] digit;
    wire [1:0] aen;
    assign dp = 1;
    always @(*) begin
	    case(s)
            0: digit = data[3:0]; 
            1: digit = data[7:4];
            2: digit = data[11:8];
            3: digit = data[15:12];
            default: digit = data[3:0];
        endcase
    end	
    always @(*) begin
        case(digit)
		    4'h0: g_to_a = 7'b1000000;
            4'h1: g_to_a = 7'b1111001;
            4'h2: g_to_a = 7'b0100100;
            4'h3: g_to_a = 7'b0110000;
            4'h4: g_to_a = 7'b0011001;
            4'h5: g_to_a = 7'b0010010;
            4'h6: g_to_a = 7'b0000010;
            4'h7: g_to_a = 7'b1111000;
            4'h8: g_to_a = 7'b0000000;
            4'h9: g_to_a = 7'b0010000;
            4'ha: g_to_a = 7'b0001000;
            4'hb: g_to_a = 7'b0000011;
            4'hc: g_to_a = 7'b1000110;
            4'hd: g_to_a = 7'b0100001;
            4'he: g_to_a = 7'b0000110;
            4'hf: g_to_a = 7'b0001110;
            default:  g_to_a = 7'b1000000;
        endcase
    end
    always @(*) begin
        an = 4'b1111;
        an[s] = 0;
    end
    always @(posedge clk) begin
        if (reset == 1)
            s <= 0;
        else
            s <= s + 1;
    end
endmodule
[design/flow/run.sh]
#!/bin/bash
# OpenROAD 26Q1-2900-gdf79404cd8, Yosys 0.63+post, stock flow scripts
make -C /OpenROAD-flow-scripts/flow DESIGN_CONFIG=/design/flow/config.mk WORK_HOME=/design/flow/orfs finish
[design/flow/config.mk]
export PLATFORM = sky130hd
export DESIGN_NAME = seven_seg
export DESIGN_NICKNAME = seven_seg
export VERILOG_FILES = /design/flow/design.v
export SDC_FILE = /design/flow/constraint.sdc
export NUM_CORES = 4
export LEC_CHECK = 1
export CORE_AREA = 10 10 70 70
export DIE_AREA = 0 0 80 80
[design/flow/constraint.sdc]
current_design seven_seg

set clk_period 4.6
set clk_io_pct 0.2

create_clock -name clk0 -period $clk_period [get_ports {clk}]

set non_clock_inputs [all_inputs -no_clocks]
set_input_delay [expr $clk_period * $clk_io_pct] -clock clk0 $non_clock_inputs
set_output_delay [expr $clk_period * $clk_io_pct] -clock clk0 [all_outputs]
==> results_dict.tcl <==
# collected from the flow reports
set metrics [dict create \
    grt_max_degree 15 \
    worstPathArrival_ps 3140 \
    yosysUniqueCellTypes 23 \
    fillers 355 \
    grt_pass1_vias 544 \
    use_met1_pct 6.44 \
    use_met2_pct 7.38 \
    die_y_microns 80 \
    antenna_cells 0 \
    clk_latency_ps 220 \
    slew_viol_final 0 \
    top_register "s" \
    top_cells_by_count "14 x inv_1, 11 x ha_1, 8 x mux2i_1, 4 x a222oi_1" \
    clock.fmax_ghz 0.246 \
    die_w_microns 80 \
    drtAntennaViolNets 0 \
    end_kind "primary output" \
    postSynthSeqShare_pct 7.53 \
    setup_viol 0 \
    drc 0 \
    synthArstFlopShare_pct 0 \
    rows 21 \
    hpwl_mm 1.29 \
    largest_reg_flops 2 \
    top_regs "s x2" \
    setup_tns_ps 0 \
    cellPowerDensity_nw_per_um2 220 \
    critPathKind "input port to primary output" \
    postCtsHoldBufs 0 \
    root_buffer "clkbuf_4" \
    enable_flop_cells 0 \
    portBuffers 28 \
    numCtsBuffers 3 \
    critPathMaxFanout 14 \
    vias 516 \
    routedWlPerCell_microns 11.3 \
    peakVddDrop_mv 0.0453 \
    area.combinational_sq_um 413 \
    grt_antenna_before_repair 0 \
    status "completed" \
    drt-total-wl_mm 1.55 \
    warnings 34 \
    htreeDepth 1 \
    topCellsByArea "ha_1 26%, mux2i_1 15%, inv_1 9.9%" \
    final_area_sq_um 873 \
    grt_pass1_wl_mm 2.60 \
    cts_tree "done" \
    netlist_area_sq_um 532 \
    grt_busiest_layer "met2" \
    crit_path_frequent_cell "clkdlybuf4s50_1" \
    path_cells "clkdlybuf4s50_1 -> a222oi_1 -> mux2i_2 -> mux2_4 -> mux2i_1 -> clkdlybuf4s50_1" \
    slowest_stage "mux2i_2" \
    gr-usage-met3_pct 2.16 \
    regArea_sq_um 40.0 \
    yosys_area_sq_um 532 \
    synth_cells 62 \
    fin_crit_ps 4060 \
    drive_gt1_share_pct 11.0 \
    pin_count 30 \
    grt_overflow 0 \
    cp_top_family "multiplexers" \
    hold_viol 0 \
    p_leak_nw 0.386 \
    timing.max_cap.violations 0 \
    yosys-stat-cells 62 \
    tightestPinTransition_ps 859 \
    dieArea_sq_um 6400 \
    synth.most_common_cell "inv_1" \
    postCtsSetupRepairBufs 0 \
    gp_congestion 0.729 \
    avgSynthCellArea_sq_um 8.58 \
    post_cts_resized 0 \
    fin_worst_skew_ps 2.95 \
    yosysWarnings 1 \
    flop_cell "dfxtp_1" \
    grt_usage_pct 4.93 \
    placed_cell_area_sq_um 851 \
    clock-sinks 2 \
    dr.first_iter.drc_count 35 \
    viasPerCell 3.77 \
    largest_area_cell "ha_1" \
    synth.top_cell.area_share_pct 25.9 \
    critPathLaunchType "input port" \
    fp-utilization_pct 15.6 \
    drt_pass1_iterations 4 \
    period_used_pct 88.3 \
    critPathBufInv 2 \
    synth_flops 2 \
    relSlewSlack_pct 41.6 \
    critical_path_required_ps 3680 \
    rsz0062_at_grt "false" \
    core_area_sq_um 3420 \
    path_clk_slew_ps 30 \
    area_delta_synth_final_pct 64.2 \
    critPathMaxStageDelay_ps 700 \
    ctsLongestPathBuffers 2 \
    hold_path.class "flip-flop to flip-flop" \
]
==> area by class of cell <==
cell class	instances	area share [%]
sequential	2	4.58
multi-input combinational	43	47.3
tap	46	6.59
timing repair buffer	29	33.0
clock buffer	3	2.58
inverter	14	6.02
==> routing by layer <==
| layer | vias up | wire length [microns] |
|---|---|---|
| met5 | - | 0 |
| met1 | 229 | 670 |
| li1 | 267 | - |
| met4 | 0 | 19 |
| met2 | 18 | 726 |
| met3 | 2 | 128 |
==> cells by family (layout without fill, tap and decap cells) <==
logic type / after synthesis / after routing / share of synthesized area (%)
and+or+nand+nor: 8 / 8 / 9.18
buffers and inverters: 17 / 46 / 14.8
AOI/OAI and AO/OA: 10 / 10 / 15.5
xor gates and xnor gates: 1 / 1 / 1.65
adders and majority gates: 11 / 11 / 25.9
other: 1 / 1 / 0.705
muxes: 12 / 12 / 24.7
DFF: 2 / 2 / 7.53
==> power breakdown <==
part	internal (mW)	leakage [nW]	total [mW]	switching, mW
registers	0.0191	0.0167	0.0205	0.00134
logic	0.0828	0.356	0.133	0.0504
clock network	0.0288	0.0138	0.0384	0.00963
total	0.131	0.386	0.192	0.0614
==> worst paths after layout <==
path,start,end,slack (ps),cells past startpoint
setup / recovery,data[10],g_to_a[3],540,6
setup reg to reg,s[0],s[1],3630,3
hold reg to reg,s[0],s[0],460,1
hold / removal,s[0],s[0],460,1
==> cells in the final DEF, fill, tap and decap left out <==
cell type        count
nor3b_1              1
conb_1               1
clkdlybuf4s50_1     28
mux2i_2              1
o22ai_1              2
o21a_1               1
nand2_1              2
dfxtp_1              2
a222oi_1             4
clkbuf_4             3
mux2i_1              8
a211oi_2             1
nor3b_2              1
nor2_1               1
inv_1               14
ha_1                11
buf_4                1
xnor2_1              1
nand3_1              1
mux2_2               2
o21ai_0              2
nand2b_1             1
mux2_4               1
nor2b_1              1
==> stage by stage <==
| step | setup slack [ps] | power, mW | cells | util [%] | hold WS (ps) |
|---|---|---|---|---|---|
| floorplan | 1640 | 0.0936 | 62 | - | 433 |
| global placement | 528 | 0.156 | 134 | 24.9 | 450 |
| detailed placement | 540 | 0.156 | 134 | 24.9 | 457 |
| CTS | 530 | 0.198 | 137 | 25.6 | 464 |
| global route | 376 | 0.216 | 137 | 25.6 | 484 |
| finish | 538 | 0.192 | 137 | 25.6 | 459 |
No activity file was given, so power comes from the tool's default toggle rates.
